<file path="/design/flow/config.mk">
export PLATFORM = sky130hd
export DESIGN_NAME = top
export DESIGN_NICKNAME = top
export VERILOG_FILES = /design/flow/design.v
export SDC_FILE = /design/flow/constraint.sdc
export NUM_CORES = 4
export LEC_CHECK = 1
export CORE_UTILIZATION = 50
export SYNTH_HDL_FRONTEND = slang
</file>
<file path="/design/flow/run.sh">
#!/bin/bash
# OpenROAD 26Q1-2900-gdf79404cd8, Yosys 0.63+post, stock flow scripts
make -C /OpenROAD-flow-scripts/flow DESIGN_CONFIG=/design/flow/config.mk WORK_HOME=/design/flow/orfs finish
</file>
<file path="/design/flow/constraint.sdc">
current_design top

set clk_period 2.8
set clk_io_pct 0.2

create_clock -name clk0 -period $clk_period [get_ports {clk}]

set non_clock_inputs [all_inputs -no_clocks]
set_input_delay [expr $clk_period * $clk_io_pct] -clock clk0 $non_clock_inputs
set_output_delay [expr $clk_period * $clk_io_pct] -clock clk0 [all_outputs]
</file>
<file path="/design/flow/design.v">
package AggrCDMAPkg;
    parameter int CDMA_CODE_WIDTH = 8;                       
    parameter int NUM_PORTS       = CDMA_CODE_WIDTH;         
    parameter int DATA_WIDTH      = 1;                       
    parameter int LOG_CODE_WIDTH  = $clog2(CDMA_CODE_WIDTH-1); 
    parameter int COUNTER_WIDTH   = $clog2(CDMA_CODE_WIDTH-1);   
    parameter logic [0:CDMA_CODE_WIDTH-1] [CDMA_CODE_WIDTH-1:0] CDMA_CODES 
                  = {8'h00, 8'h55, 8'h33, 8'h66, 8'h0F, 8'h5A, 8'h3C, 8'h69};
    typedef   logic [DATA_WIDTH-1:0] dataWord;  
endpackage
import AggrCDMAPkg::*;
module adder(
	input  logic clk,
	input  logic [NUM_PORTS-1:0] spreadingChips,
	input  logic [NUM_PORTS-1:0][DATA_WIDTH-1:0] encoded,
	output logic [DATA_WIDTH+LOG_CODE_WIDTH-1 :0] sum
);
logic [NUM_PORTS/2  -1:0][DATA_WIDTH  :0] sum_stage1;
logic [NUM_PORTS/4  -1:0][DATA_WIDTH+1:0] sum_stage2;
logic [NUM_PORTS/8  -1:0][DATA_WIDTH+2:0] sum_stage3;
always_ff@(posedge clk) begin : proc_adder_stage1
	for (int i = 0; i < NUM_PORTS; i=i+2) begin    
		sum_stage1[i/2] <= {encoded[i][DATA_WIDTH-1], encoded[i]} + {encoded[i+1][DATA_WIDTH-1], encoded[i+1]} + spreadingChips[i] + spreadingChips[i+1];
	end
end
always_ff@(posedge clk) begin : proc_adder_stage2
	for (int i = 0; i < NUM_PORTS/2; i=i+2) begin  
		sum_stage2[i/2] <= {sum_stage1[  i][DATA_WIDTH], sum_stage1[  i]} 
						+ {sum_stage1[i+1][DATA_WIDTH], sum_stage1[i+1]};
	end
end
always_ff@(posedge clk) begin : proc_adder_stage3
	for (int i = 0; i < NUM_PORTS/4; i=i+2) begin  
		sum_stage3[i/2] <= {sum_stage2[  i][DATA_WIDTH+1], sum_stage2[  i]} 
						+ {sum_stage2[i+1][DATA_WIDTH+1], sum_stage2[i+1]};
	end
end
generate 
	if (CDMA_CODE_WIDTH==16) begin
		logic [NUM_PORTS/16 -1:0][DATA_WIDTH+3:0] sum_stage4;
		always_ff@(posedge clk) begin : proc_adder_stage4
			for (int i = 0; i < NUM_PORTS/8; i=i+2) begin 
				sum_stage4[i/2] <= {sum_stage3[  i][DATA_WIDTH+2], sum_stage3[  i]} 
								+ {sum_stage3[i+1][DATA_WIDTH+2], sum_stage3[i+1]};
			end
		end
		assign sum = sum_stage4[0];
	end else begin
		assign sum = sum_stage3[0];
	end
endgenerate
endmodule  
import AggrCDMAPkg::*;
module decoder 	#(
	parameter CODE_NUM = 0
	) (
	input clk,     
	input rst,   
	input  logic rotate_code,
	input  logic [COUNTER_WIDTH-1:0] counter,
	input  logic [DATA_WIDTH+LOG_CODE_WIDTH-1:0] channel,
	output logic [DATA_WIDTH-1:0] decoded
);
logic [CDMA_CODE_WIDTH-1:0] code_reg;
logic [DATA_WIDTH + 2*LOG_CODE_WIDTH -2:0] acc, acc_input, srcA, srcB;
logic chip, srcC;
always_ff @(posedge clk) begin : proc_code_reg
	if(counter == {COUNTER_WIDTH{1'b1}}) begin
		code_reg <= CDMA_CODES[CODE_NUM];
	end else if(rotate_code) begin		 
		code_reg <= {code_reg[0], code_reg[CDMA_CODE_WIDTH-1:1]};	
	end
end
always@(posedge clk) begin
    acc = acc_input;
end
assign chip = code_reg[0];
always@(*) begin
    if(chip == 0) begin
        srcB = {1'b0, channel};
        srcC = 0;
    end else begin
        srcB = {1'b0, ~channel};
        srcC = 1;
    end
    if(counter == 0)
    	srcA = 0;
    else
    	srcA = acc;
end
assign acc_input = srcA + srcB + srcC;
assign decoded = acc >> LOG_CODE_WIDTH;
endmodule
import AggrCDMAPkg::*;
module encoder 
	#(
	parameter CODE_NUM = 0
	) (
	input clk,     
	input rst,   
	input  logic rotate_code,
	input  logic [COUNTER_WIDTH-1:0] counter,
	input  logic [DATA_WIDTH-1:0] data,
	output logic [DATA_WIDTH-1:0] encoded,
	output logic chip 
);
logic [CDMA_CODE_WIDTH-1:0] code_reg;
always_ff @(posedge clk) begin : proc_code_reg
	if(counter == {COUNTER_WIDTH{1'b1}}) begin
		code_reg <= CDMA_CODES[CODE_NUM];
	end else if(rotate_code) begin		 
		code_reg <= {code_reg[0], code_reg[CDMA_CODE_WIDTH-1:1]};	
	end
end
assign encoded = data ^ {(DATA_WIDTH){code_reg[0]}};
assign chip = code_reg[0];
endmodule
import AggrCDMAPkg::*;
module top (
	input  clk,    	 
	input  rst, 	 
	input  logic [NUM_PORTS-1:0][DATA_WIDTH-1:0] data,
	output logic [NUM_PORTS-1:0][DATA_WIDTH-1:0] decoded
);
logic [NUM_PORTS-1:0][DATA_WIDTH-1:0] encoded, encoded_reg1;
logic [NUM_PORTS-1:0] spreadingChips, spreadingChips_reg1;
logic [COUNTER_WIDTH-1:0] counter, counter_reg1, counter_reg2, counter_reg3, counter_reg4;
logic [COUNTER_WIDTH-1:0] counter1_reg4;  
logic [COUNTER_WIDTH-1:0] decoder_counter, decoder_counter1;
logic [DATA_WIDTH+LOG_CODE_WIDTH-1:0] channel;
logic rotate_code;
genvar x;
always_ff @(posedge clk) begin : proc_counter
	if(rst) begin
		counter  <= -1;
	end else begin
		counter  <= counter + 1;
	end
end
generate
	for ( x = 0; x < NUM_PORTS; x++) begin
		encoder #(
			.CODE_NUM(x)
		) encoder (
			.clk(clk),
			.rst(rst),
			.rotate_code(rotate_code),
			.counter(counter),
			.data(data[x]),
			.encoded(encoded[x]),
			.chip(spreadingChips[x])
		);
	end
endgenerate
assign rotate_code = 1'b1;
always_ff@(posedge clk) begin 
	encoded_reg1 <= encoded;
	counter_reg1 <= counter;
	spreadingChips_reg1 <= spreadingChips;
end
adder adder (
	.clk(clk),
	.spreadingChips(spreadingChips_reg1),
	.encoded(encoded_reg1),
	.sum(channel)
);
always_ff@(posedge clk) begin 
	counter_reg2  <= counter_reg1;
	counter_reg3  <= counter_reg2;
	counter_reg4  <= counter_reg3;
	counter1_reg4 <= counter_reg3;
end
generate
	if (CDMA_CODE_WIDTH==16) begin
		logic [COUNTER_WIDTH-1:0] counter_reg5, counter1_reg5;
		always_ff@(posedge clk) begin 
			counter_reg5  <= counter_reg4;
			counter1_reg5 <= counter_reg4;
		end
		assign decoder_counter  = counter_reg5;
		assign decoder_counter1 = counter1_reg5;
	end else begin
		assign decoder_counter  = counter_reg4;
		assign decoder_counter1 = counter1_reg4;
	end
endgenerate
generate
	for ( x = 0; x < NUM_PORTS/2; x++) begin
		decoder #(
		.CODE_NUM(x)
		) decoder (
		.clk(clk),     
		.rst(rst),   
		.rotate_code(rotate_code),
		.counter(decoder_counter),
		.channel(channel),
		.decoded(decoded[x])
		);
	end
	for ( x = NUM_PORTS/2; x < NUM_PORTS; x++) begin
		decoder #(
		.CODE_NUM(x)
		) decoder (
		.clk(clk),     
		.rst(rst),   
		.rotate_code(rotate_code),
		.counter(decoder_counter1),
		.channel(channel),
		.decoded(decoded[x])
		);
	end
endgenerate
endmodule
</file>
==> results.sh <==
# yosys + openroad results
export IMPL_outcome="finished, final reports clean"
export IMPL_numPortBuffers=17
export IMPL_cts_sinks=209
export IMPL_lay_top_count="dfxtp_1"
export IMPL_drc=0
export IMPL_floorplan_core_util=0.517
export IMPL_clk_path_buf_depth=3
export IMPL_grt_max_degree=65
export IMPL_cts_buffers=21
export IMPL_drt_total_wl_um=9470
export IMPL_grt_pass1_vias=3635
export IMPL_critPathTopFamily="simple AND/OR/NAND/NOR gates"
export IMPL_cts_hold_buf=0
export IMPL_drtPass1Iterations=4
export IMPL_worstRegToRegCells=6
export IMPL_largest_reg_flops=64
export IMPL_netlist_instances=607
export IMPL_cap_violations=0
export IMPL_max_slew_worst_pin_slew_ps=631
export IMPL_grt_pass1_wl_um=16800
export IMPL_htree_levels=1
export IMPL_final_antenna_net_count=0
export IMPL_max_stage_delay_ps=580
export IMPL_hold_class="reg2reg"
export IMPL_criticalPathCategory="reg2reg"
export IMPL_timing_fmax_ghz=0.474
export IMPL_cp_num_cells=6
export IMPL_dp_hpwl_um=5690
export IMPL_num_rows=43
export IMPL_fin_worst_skew_ps=6.91
export IMPL_ys_cells=607
export IMPL_crit_arrival_ps=2470
export IMPL_cts_resized=0
export IMPL_edf_count=0
export IMPL_io_pins=18
export IMPL_totalPowerFinal_w=0.0105
export IMPL_rsz0062_at_grt="no"
export IMPL_timing_slew_headroom=0.579
export IMPL_r2r_setup_slack_ps=690
export IMPL_startpoint_type="flip-flop"
export IMPL_root_buffer="clkbuf_16"
export IMPL_ir_drop_v=0.000598
export IMPL_r2r_end="genblk4[6].decoder.acc[3]"
export IMPL_ys_chip_area_um2=7230
export IMPL_critical_path_buf_inv_count=0
export IMPL_die_size_x_um=122
export IMPL_finalSetupViolations=0
export IMPL_ys_flop_type="dfxtp_1"
export IMPL_power_density_nw_per_um2=1290
export IMPL_crit_required_ps=3160
export IMPL_ys_seq_frac=0.579
export IMPL_antenna_found_initial=0
export IMPL_syn_to_final_growth_pct=12.4
export IMPL_cts_tree="built"
export IMPL_maxSlewViolCount=0
export IMPL_crit_chain="or3_4 -> and2_1 -> ha_1 -> nand2_1 -> o31ai_1 -> xnor2_1"
export IMPL_setup_tns_final_ps=0
export IMPL_path_clk_slew_ps=60
export IMPL_synthArstFlopShare=0
export IMPL_place_congestion=0.752
export IMPL_drt_wirelength_per_cell_um=11.6
export IMPL_grtUsageTotal=0.148
export IMPL_finalCritPeriodShare=0.753
export IMPL_die_h_um=122
export IMPL_fin_crit_ps=2110
export IMPL_endpoint_kind="flip-flop"
export IMPL_vias_per_cell=4.37
export IMPL_final_layout_size_suffix_gt1_frac=0.126
export IMPL_crit_end="genblk4[6].decoder.acc[3]"
export IMPL_worstSetupStartpoint="counter1_reg4[0]"
export IMPL_synth_flops=209
export IMPL_core_um2=14000
export IMPL_num_antenna_cells=0
export IMPL_die_area_um2=14900
export IMPL_grt_ovfl_total=0
export IMPL_warning_count=37
export IMPL_whs_ps=327
export IMPL_r2r_start="counter1_reg4[0]"
export IMPL_final_cell_mix="209 x dfxtp_1, 49 x xnor2_1, 46 x and2_1, 40 x inv_1"
export IMPL_cp_max_fo=24
export IMPL_crit_slowest_cell="or3_4"
export IMPL_hold_violations=0
export IMPL_p_leak_nw=3.51
export IMPL_num_vias=3554
export IMPL_syn_cell_area_um2=7230
export IMPL_avgSynthCellArea_um2=11.9
export IMPL_yosys_warnings=0
export IMPL_clkLatencyLatePin_ps=480
export IMPL_postCtsSetupBuffers=0
export IMPL_drt_iter0_markers=150
export IMPL_ys_types=27
## how the worst min path moves through the flow
| stage | from | endpoint | cells after the start |
|---|---|---|---|
| 5_1_grt | counter_reg1[0] | counter_reg2[0] | 0 |
| 4_1_cts | counter_reg2[0] | counter_reg3[0] | 0 |
| 6_report | counter_reg1[1] | counter_reg2[1] | 0 |
## cell type report
cell class                 count  area [um^2]
clock buffer                  32          607
clock inverter                 6         62.6
fill                        1088         5860
inverter                      40          150
multi-input combinational    325         2690
sequential                   209         4180
tap                          180          225
timing repair buffer          22          208
## report_power, final
part	leakage, nW	switching, W	total [W]	internal, W
Combinational	1.43	0.00152	0.00332	0.00180
Sequential	1.75	0.000480	0.00450	0.00402
Clock	0.331	0.00107	0.00266	0.00159
## layer usage
layer  vias to the layer above  global-route usage  part of all wire  routed length [um]
li1                       1875                   -                 -                   -
met1                      1617               0.238              0.52                4880
met2                        39               0.214              0.42                3960
met3                        23              0.0304             0.040                 383
met4                         0              0.0396             0.026                 242
met5                         -                   0                 0                   0
## logic make-up (layout without fill, tap and decap cells)
group / count (synthesis) / count (layout) / synth area share
AOI/OAI and AO/OA: 25 / 25 / 0.0232
xor gates and xnor gates: 69 / 69 / 0.0836
adders and majority gates: 48 / 48 / 0.105
and+or+nand+nor: 174 / 174 / 0.147
DFF: 209 / 209 / 0.579
buffers and inverters: 73 / 100 / 0.0498
muxes: 9 / 9 / 0.0126
## cell usage after synthesis (2+ instances only)
cell type | n | area share
buf_6 | 4 | 0.0062
nand2b_1 | 25 | 0.022
nand2_2 | 4 | 0.0035
buf_2 | 3 | 0.0021
xor2_1 | 20 | 0.024
clkbuf_1 | 14 | 0.0073
nor2b_1 | 36 | 0.031
dfxtp_1 | 209 | 0.58
a21oi_1 | 8 | 0.0055
nand2_1 | 18 | 0.0093
or2_2 | 36 | 0.031
fa_1 | 21 | 0.058
ha_1 | 27 | 0.047
nor2_1 | 2 | 0.0010
or2b_1 | 4 | 0.0042
buf_4 | 11 | 0.011
mux2i_1 | 8 | 0.011
xnor2_1 | 49 | 0.059
inv_1 | 40 | 0.021
o31ai_1 | 16 | 0.017
and2_1 | 46 | 0.040
## per-stage QoR
stage | util | instance area, um^2 | instances | setup slack (ps)
4_1_cts | 0.581 | 8130 | 814 | 687
6_report | 0.581 | 8130 | 814 | 692
2_1_floorplan | - | 7230 | 607 | 758
3_3_place_gp | 0.533 | 7460 | 776 | 782
3_5_place_dp | 0.533 | 7460 | 776 | 693
5_1_grt | 0.581 | 8130 | 814 | 568
Power and IR drop assume default switching activity.
